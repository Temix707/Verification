==> flow/run.sh <==
#!/bin/bash
# OpenROAD 26Q1-2900-gdf79404cd8, Yosys 0.63+post, stock flow scripts
make -C /OpenROAD-flow-scripts/flow DESIGN_CONFIG=/design/flow/config.mk WORK_HOME=/design/flow/orfs finish
==> flow/config.mk <==
export PLATFORM = sky130hd
export DESIGN_NAME = shell_check
export DESIGN_NICKNAME = shell_check
export VERILOG_FILES = /design/flow/design.v
export SDC_FILE = /design/flow/constraint.sdc
export NUM_CORES = 4
export LEC_CHECK = 1
export CORE_AREA = 10 10 98 98
export DIE_AREA = 0 0 108 108
==> flow/constraint.sdc <==
current_design shell_check

set clk_period 4.0
set clk_io_pct 0.2

create_clock -name clk0 -period $clk_period [get_ports {CLK100MHZ}]

set non_clock_inputs [all_inputs -no_clocks]
set_input_delay [expr $clk_period * $clk_io_pct] -clock clk0 $non_clock_inputs
set_output_delay [expr $clk_period * $clk_io_pct] -clock clk0 [all_outputs]
==> flow/design.v <==
module D_FF(
  input   logic   clk,           
  input   logic   D,             
  output  logic   Q,
  output  logic   Qbar
);
always_ff @( posedge clk ) begin
  Q     <= D;
  Qbar  <= !Q;
end
endmodule
module PushButton(
  input   logic clk_i,
  input   logic push_b,
  output  logic led
);
wire logic clk_o;
wire logic Q1, Q2, Q2_bar;
Slow_Clock_4Hz DUT_CLK_4Hz
(
  .clk_i( clk_i ),
  .clk_o( clk_o )
);
D_FF D1
(
  .clk( clk_o   ),
  .D  ( push_b  ),
  .Q  ( Q1 )
);
D_FF D2
(
  .clk( clk_o   ),
  .D  ( Q1      ),
  .Q  ( Q2 )
);
assign Q2_bar = ~Q2;
assign led    = Q1 & Q2_bar;
endmodule
module Slow_Clock_4Hz(
  input   logic     clk_i,   
  output logic clk_o    
);
  logic [25:0] count = 0;
  always_ff @( posedge clk_i ) begin
    count <= count + 1;
    if( count == 12_500_000 ) begin
      count   <= 0;
      clk_o   = ~clk_o;    
    end
  end
endmodule
module shell_check(
  input   logic         CLK100MHZ,
  input   logic         BTND,
  output  logic [3:0]   LED
);
PushButton DUT_PB_4Hz      
(
  .clk_i    ( CLK100MHZ ),
  .push_b   ( BTND     ),
  .led      ( LED[0]    )
);
endmodule
==> GITHUB_STEP_SUMMARY <==
### Metrics collected by this job

| Metric | Value |
|---|---|
| IO Pins | 6 |
| Final Critical Period | 2.029 ns |
| Worst min path class | reg2reg |
| Register area | 590.6 um^2 |
| WS Path Type | reg2reg |
| CTS Hold Buffers Added | 0 |
| Final Cell Area | 0.001436 mm^2 |
| CP max FO | 11 |
| CTS clk-pin slew, worst paths | around 0.090 ns |
| Die H | 108 um |
| Fmax | 492.8 MHz |
| Core Area | 0.007647 mm^2 |
| CP Cell Sequence | inv_1, ha_1, nor4b_1, nand3_1, nor4_2, buf_4 |
| CP bufs+invs | 2 |
| Setup Fix Bufs, Post-CTS | 0 |
| Global route total overflow | 0 |
| Cell Rows | 32 |
| Slew @ Worst Pin | approximately 0.63 ns |
| Cell family with most CP delay | simple AND/OR/NAND/NOR gates |
| Non-filler cells, final | 239 |
| Vias/cell | 3.803 |
| RSZ-0062 raised after global routing | false |
| Most common logic cells in the final layout | 28 x dfxtp_1, 12 x nor2_1, 9 x nand4_1, 9 x xnor2_1, 9 x xor2_1 |
| # Cells Yosys | 134 |
| Outcome | finished clean |
| Final Cycle Share | 0.5073 |
| I/O Buffers | 2 |
| TritonRoute pass-1 iters | 4 |
| Slowest cell on the critical path | nor4_2 |
| Wire per inst | a little over 9 um |
| Total CTS buffers | 3 |
| WL final | 2218 um |
| Antenna fix cells | 0 |
| # resized after CTS | 0 |
| Finish-stage setup viols | 0 |
| Clk_skew | between 0.002 and 0.0025 ns |
| #FFs+latches synth | 29 |
| Seq/Total Area, Yosys | 0.4641 |
| Clk root buf | clkbuf_8 |
| Yosys chip area | 0.001272 mm^2 |
| Total negative slack | 0 ns |
| Largest net degree at the start of global routing | 16 |
| Fp_density | 0.1664 |
| Initial antenna violation count | 0 |
| DIE WIDTH | 108 um |
| R2r worst-path depth | 6 |
| Layout cells sized above 1 | 0.07299 |
| CP arrival | 2.02 ns |
| Critical Path Stages | 6 |
| Crit path DRT | between 3 and 4 ns |
| Clk buf depth | 2 |
| Most common logic cell in the routed design | dfxtp_1 |
| Max Slew Vio Count | 0 |
| R2R setup slack | 1.97 ns |
| TritonCTS clock tree | done |
| Gate Area | 633.1 um^2 |
| CP max stage delay | 0.49 ns |
| Fillcell total | roughly 840 |
| Hold path depth | 1 |
| Setup crit end kind | flip-flop |
| Placed cells | roughly 240 |
| Peak VDD IR | 186.7 uV |
| First-pass GRT wire length | 3967 um |
| Endpoints left unconstrained | 3 |
| Final Hold Viols | 0 |
| Mapped Cells | between 100 and 150 |
| Chip area | 0.01166 mm^2 |
| Placed instance area | 0.001390 mm^2 |
| PD cells | 295.4 mW/mm^2 |
| Register pins left without a clock | 2 |
| Leak pwr | 0.5412 nW |
| Synth Area per Inst | around 9.5 um^2 |
| Tool warnings | 26 |
| DP HPWL | 1614 um |
| Max Cap Violations | 0 |
| H-tree depth | 1 |
| ANT nets after route | 0 |
| WHS | 0.4702 ns |
| Via Count | 909 |
| Drt initial violations | ~60 |
| Total GRT Usage | 0.04003 |
| DRC Markers | 0 |
| Synth unique cells | 30 |
| Syn-to-layout area delta | 12.88% |
| Insertion Delay late pin | 0.27 ns |
| Mapped Area | 0.001272 mm^2 |
| CP startpoint kind | flip-flop |
| Synth Warn # | 5 |
| Vias in the first global route | between 900 and 1,000 |
| Slew headroom | 0.5753 |
| Placer congestion estimate | ~0.85 |
[metrics by stage]
| step | setup WS, ns | utilization | total power, mW |
|---|---|---|---|
| 3_3_place_gp | 1.964 | 0.1818 | 0.2775 |
| 5_1_grt | 1.814 | 0.1878 | 0.4419 |
| 2_1_floorplan | 2.159 | - | 0.2784 |
| 3_5_place_dp | 1.981 | 0.1818 | 0.2775 |
| 4_1_cts | 1.959 | 0.1878 | 0.4292 |
| 6_report | 1.971 | 0.1878 | 0.4244 |
[layer usage]
layer / share of wire / GRT usage / vias up
met5: 0 / 0 / -
li1: - / - / 476
met4: 0.012 / 0.004771 / 0
met2: 0.43 / 0.06250 / 10
met1: 0.53 / 0.05674 / 421
met3: 0.032 / 0.009639 / 2
[cell type report]
cell class	count	share of cell area
timing repair buffer	3	0.01916
clock inverter	1	0.003484
inverter	3	0.007840
multi-input combinational	98	0.4408
tap	102	0.08885
sequential	29	0.4111
clock buffer	3	0.02875
[cells in the mapped netlist, drive strengths merged]
cell,count,share of area
o31ai,3,0.018
nor4b,3,0.021
nor2,12,0.035
and3,6,0.030
nand2,7,0.021
dfxtp,28,0.44
nand4,9,0.044
nor4,3,0.020
or4,3,0.018
a21oi,6,0.024
and2,1,0.0049
or3,4,0.022
xor2,9,0.062
ha,2,0.020
and4,2,0.014
clkbuf,1,0.0029
o21ai,3,0.012
edfxtp,1,0.024
xnor2,9,0.062
inv,3,0.0088
conb,1,0.0029
nor3,3,0.012
nand3,8,0.041
buf,5,0.032
nor2b,2,0.0098
[cell families after synthesis]
kind of cell             synth area share
other                            0.002947
AND-OR/OR-AND                     0.05309
flip-flops                         0.4641
XOR/XNOR                           0.1239
adder cells (fa/ha/maj)           0.01966
AND/OR/NAND/NOR                    0.2920
buffers and inverters             0.04424
[registers in the layout, indices dropped and copies added (netlist names)]
name	count
DUT_PB_4Hz.D2.Q	1
DUT_PB_4Hz.DUT_CLK_4Hz.clk_o	1
DUT_PB_4Hz.DUT_CLK_4Hz.count	26
DUT_PB_4Hz.D1.Q	1
[where the power goes]
part	internal (mW)	switching [mW]	leakage (nW)
combinational	0.000836	0.000252	0.278
clock	0.0698	0.0836	0.0255
sequential	0.270	0	0.238
total	0.341	0.0838	0.541
[worst register-to-register path: cells and delay by family, from the launching register on]
| kind | cells | cell delay, ns |
|---|---|---|
| adders and majority gates | 1 | 0.15 |
| and+or+nand+nor | 3 | 0.86 |
| buffers and inverters | 2 | 0.37 |
| DFF | 1 | 0.36 |
[final timing paths]
| kind | startpoint | end |
|---|---|---|
| max | DUT_PB_4Hz.DUT_CLK_4Hz.count[0]$_SDFF_PN0_ | DUT_PB_4Hz.DUT_CLK_4Hz.clk_o$_DFFE_PN_ |
| min | DUT_PB_4Hz.DUT_CLK_4Hz.count[25]$_SDFF_PN0_ | DUT_PB_4Hz.DUT_CLK_4Hz.count[25]$_SDFF_PN0_ |
| max reg2reg | DUT_PB_4Hz.DUT_CLK_4Hz.count[0]$_SDFF_PN0_ | DUT_PB_4Hz.DUT_CLK_4Hz.clk_o$_DFFE_PN_ |
| min reg2reg | DUT_PB_4Hz.DUT_CLK_4Hz.count[25]$_SDFF_PN0_ | DUT_PB_4Hz.DUT_CLK_4Hz.count[25]$_SDFF_PN0_ |
No activity file was given, so power comes from the tool's default toggle rates.
