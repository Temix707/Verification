===== design/flow/constraint.sdc =====
current_design clk_counter

set clk_period 4.3
set clk_io_pct 0.2

create_clock -name clk0 -period $clk_period [get_ports {clk}]

set non_clock_inputs [all_inputs -no_clocks]
set_input_delay [expr $clk_period * $clk_io_pct] -clock clk0 $non_clock_inputs
set_output_delay [expr $clk_period * $clk_io_pct] -clock clk0 [all_outputs]

===== design/flow/config.mk =====
export PLATFORM = sky130hd
export DESIGN_NAME = clk_counter
export DESIGN_NICKNAME = clk_counter
export VERILOG_FILES = /design/flow/design.v
export SDC_FILE = /design/flow/constraint.sdc
export NUM_CORES = 4
export LEC_CHECK = 1
export CORE_AREA = 10 10 101 101
export DIE_AREA = 0 0 111 111

===== design/flow/design.v =====
module clk_counter(
  input  logic        clk,
  input  logic        rst,
  output logic [3:0]  led
);
  logic [31:0] cnt = 0;   
  always_ff @( posedge clk ) begin
    if( rst ) begin
      cnt <= 0;
    end else begin
      cnt    <= cnt + 1;
      led[0] <= cnt[26];     
      led[1] <= cnt[24];     
      led[2] <= cnt[22];     
      led[3] <= cnt[20];     
    end
  end
endmodule

===== design/flow/run.sh =====
#!/bin/bash
# OpenROAD 26Q1-2900-gdf79404cd8, Yosys 0.63+post, stock flow scripts
make -C /OpenROAD-flow-scripts/flow DESIGN_CONFIG=/design/flow/config.mk WORK_HOME=/design/flow/orfs finish

==> results.txt <==
Physical implementation

The run finished with clean final reports. The synthesis run shows the most used standard cells to be sky130_fd_sc_hd__dfxtp_1 (27), sky130_fd_sc_hd__a21oi_1 (14), sky130_fd_sc_hd__nor2_1 (13). The fraction of layout cells with a size suffix above 1 is 6.711%. The maximum clock path buffer count is 2. The aoi/oai-family share of the synthesized area is 11.95%. Detailed placement ended at an HPWL of 1.409 mm. The maximum level of the CTS H-tree is 2.

The clock transition time at the flip-flop clock pins of the worst setup and hold paths is 0.06 ns. Derived from the worst setup path, the maximum achievable clock frequency is 0.4467 GHz. The count of distinct cell types in the synthesized netlist is 24. The average instance in the mapped netlist occupies 9.282 sq um. STA shows the worst reg2reg path with a cell count of 5. The overall track demand over capacity in global routing is 3.553%. The data arrival time at the worst-slack endpoint is 2.45 ns. The startpoint of the most critical register-to-register path is cnt[0].

For this run, the script counts the antenna cells in the layout as 0. For this run, global-route usage on met3 was measured as 1.970%. The synthesized-area fraction occupied by adder cells is 0.9560%. The STA report counts the stages on the worst setup path as 5. The cell type with the highest occurrence count on the critical path is sky130_fd_sc_hd__or4_1. The number of warnings printed during yosys synthesis is 1.

For this run, global-route usage on met2 was measured as 4.403%. The maximum number of pins on one net before global-route repair is 29. Summing the areas of all and, or, nand and nor instances in the mapped netlist gives 26.00% of the synthesized area. In the final routed layout, each cell accounts on average for 8.488 microns.

The flow measured a signed area growth from synthesis to layout of 19.50%. Counting flops and latches in the post-synthesis netlist gives 31. The final max-slew violation count is 0. STA classifies the critical path startpoint as a flip-flop. The hold-fix buffer count after cts is 0. The max-capacitance violation count is 0. The clock tree skew after final layout is 0.004708 ns. The count of buffers from port buffering is 5. According to the floorplan report, the placeable core area is 0.008134 sq mm. The die covers 0.01232 sq mm. The synthesized area is 0.001309 sq mm. The launch point of the worst path is cnt[0]. Subtracting the final worst setup slack from the clock period gives 2.239 ns. The accumulated negative setup slack is 0 ns. The wire length of the first global-routing pass is 3.870 mm. The number of global-route vias before repair is 847. Counting the buffers created by CTS gives 5. The power density over the cells is 345.1 mW/mm^2. The largest area contributor in the netlist is sky130_fd_sc_hd__dfxtp_1. The synthesized netlist devotes 7.361% of its cell area to XOR and XNOR gates. The critical path's largest stage delay is 0.65 ns. The chip height is 111 microns. STA lists the endpoint of the worst register-to-register path as cnt[22]. The clock tree root buffer cell is sky130_fd_sc_hd__clkbuf_8. The most popular library cell in the synthesized design by count is sky130_fd_sc_hd__dfxtp_1. Overall power consumption after layout is estimated at 0.0005397 W. For this run the aggregate overflow at the end of global routing stands at 0. The routed wire length is 2.156 mm. The worst-case hold slack is 0.4630 ns. Summing over the stages, the warning tally comes to 25. The async set-or-reset flop fraction in the synthesized netlist is 0%.

The cell total in the yosys stat output is 141. The global-route met1 utilization is 5.186%. Ranked by total cell area, the synthesized netlist is headed by sky130_fd_sc_hd__dfxtp_1 (41%), sky130_fd_sc_hd__edfxtp_1 (9.2%), sky130_fd_sc_hd__a21oi_1 (5.4%), sky130_fd_sc_hd__xnor2_1 (4.7%), sky130_fd_sc_hd__or4_1 (4.0%). The kind of critical path is reg2reg. Post-route period utilization is reported as 52.06%.

The mux contribution to synthesized area is 0%. STA puts the critical path data required time at 4.51 ns. STA reports a reg2reg setup slack of 2.06 ns. After global routing, the most crowded layer is met1. The headroom to the max-slew limit is 54.43%. After synthesis, the largest family of logic cells by area is simple AND/OR/NAND/NOR gates. The buffering stage count on the worst path with inverters included is 0. The detailed-route via count is 976. The first detailed-routing pass ran for 4 iterations. The routability congestion estimate is 0.7279. The worst voltage drop across the vdd grid is 0.0001467 V. The ratio of routed vias to standard cells is 3.843.

The number of antenna violations at the first check in global routing came to 0. The worst min-delay path class is reg2reg. The static leakage power is 0.4666 nW. Max fanout on the critical path was recorded as 10. The share of synthesized area in the top cell type comes to 41.30%. The clock tree from TritonCTS is yes. Clock latency on the worst-skew pair, taken at its later pin, is 0.28 ns. The predominant post-synthesis flop cell is sky130_fd_sc_hd__dfxtp_1. The final timing report lists a hold violation count of 0. Once the clock tree was built, the resizer swapped 0 gates to a different size. The CTS log lists the clock sinks for this run as 31. For this configuration, the core starts out at a cell density of 16.09%. During I/O placement, the number of pins put on the boundary was 6. Per STA, the worst path accumulates the most delay in the family simple AND/OR/NAND/NOR gates. The number of core rows is 33.

For reference, the critical path cell chain is ha_1, nand3_1, or4_1, or4_1, a21oi_1. Among all stages on the critical path, the largest delay is contributed by sky130_fd_sc_hd__or4_1. The kind of end point of the critical path is a flip-flop. After synthesis, flip-flops and latches occupy 50.48% of the total area. Per the log, the first TritonRoute iteration ended with a DRC count of 39.

The count of buffers added by post-CTS timing repair for setup is 0. The worst setup path endpoint is cnt[22]. The actual slew at the worst max-slew pin is 0.6773 ns.

The count of library flops with an enable pin is 4. Yosys reports a chip area of 0.001309 sq mm. The number of endpoints failing setup at the final stage is 0. The antenna violation net count after detailed routing is 0.

Setup repair after global routing left no endpoint under its margin. In the synthesized netlist, the number of instances is 141. The width of the die is 111 microns. The total DRC errors in the routed layout is 0.
per-stage QoR:
stage | instances | util, % | setup slack [ns] | cell area, sq um
after detailed placement | 246 | 18.12 | 2.023 | 1474
after global placement | 246 | 18.12 | 2.045 | 1474
final | 254 | 19.23 | 2.061 | 1564
after floorplan | 141 | - | 2.339 | 1309
after CTS | 254 | 19.23 | 2.057 | 1564
after global routing | 254 | 19.23 | 1.915 | 1564
area by class of cell:
type | instances | area (sq um)
fill | 885 | 6570
sequential | 31 | 660.6
multi-input combinational | 99 | 605.6
tap | 105 | 131.4
clock buffer | 7 | 86.33
timing repair buffer | 6 | 57.56
inverter | 5 | 18.77
clock inverter | 1 | 3.754
placed cells by master, fill, tap and decap left out, drive strengths merged:
master	netlist	final
dfxtp	27	27
a21oi	14	14
nor2	13	13
nand2	8	8
o21ai	8	8
or3	8	8
or4	7	7
nand3	7	7
xnor2	7	7
clkbuf	5	7
nand4	6	6
o31ai	5	5
inv	5	5
clkdlybuf4s50	0	5
nor3	4	4
xor2	4	4
edfxtp	4	4
and4	3	3
nor4	2	2
a31o	1	1
nor2b	1	1
ha	1	1
clkinv	0	1
buf	1	1
layer usage:
metal / share of wire, % / wire length, microns
met1: 54 / 1173
met2: 35 / 762
met3: 8.6 / 186
met4: 1.6 / 34
met5: 0 / 0
worst min-delay path by stage:
stage	start	to	slack [ns]	cells past startpoint
4_1_cts	cnt[26]	led[0]	0.47	0
5_1_grt	cnt[26]	led[0]	0.49	0
6_report	cnt[26]	led[0]	0.46	0
registers in the layout, summed over array words and instances, names as in the netlist:
register,count
cnt,27
led,4
cell families after synthesis:
| kind of cell | Yosys count |
|---|---|
| xor gates and xnor gates | 11 |
| DFF | 31 |
| buffers and inverters | 11 |
| AOI/OAI and AO/OA | 28 |
| adders and majority gates | 1 |
| and+or+nand+nor | 59 |
power breakdown:
group / switching, W / internal [W] / leakage, nW
registers: 0.00000290 / 0.000297 / 0.259
clock network: 0.000100 / 0.000128 / 0.0459
logic: 0.00000636 / 0.00000585 / 0.161
total: 0.000109 / 0.000430 / 0.467
Power is estimated from default activity; no workload was simulated.
