**flow/run.sh**
```bash
#!/bin/bash
# OpenROAD 26Q1-2900-gdf79404cd8, Yosys 0.63+post, stock flow scripts
make -C /OpenROAD-flow-scripts/flow DESIGN_CONFIG=/design/flow/config.mk WORK_HOME=/design/flow/orfs finish
```
**flow/config.mk**
```make
export PLATFORM = sky130hd
export DESIGN_NAME = clk_stb
export DESIGN_NICKNAME = clk_stb
export VERILOG_FILES = /design/flow/design.v
export SDC_FILE = /design/flow/constraint.sdc
export NUM_CORES = 4
export LEC_CHECK = 1
export CORE_AREA = 10 10 105 105
export DIE_AREA = 0 0 115 115
```
**flow/constraint.sdc**
```tcl
current_design clk_stb

set clk_period 5.7
set clk_io_pct 0.2

create_clock -name clk0 -period $clk_period [get_ports {clk}]

set non_clock_inputs [all_inputs -no_clocks]
set_input_delay [expr $clk_period * $clk_io_pct] -clock clk0 $non_clock_inputs
set_output_delay [expr $clk_period * $clk_io_pct] -clock clk0 [all_outputs]
```
**flow/design.v**
```verilog
module clk_stb (
  input  logic       clk,
  input  logic       rst,
  output logic [3:0] led
);
  localparam DIV_BY = 27'd100_000_000;   
  logic         stb;
  logic [26:0]  cnt = 0;       
  always_ff @( posedge clk ) begin
    if( rst ) begin
      cnt <= 0;
    end  
    else if( cnt != DIV_BY-1 ) begin
      stb         <= 0;
      cnt         <= cnt + 1;
    end 
    else begin
      stb         <= 1;
      cnt         <= 0;
    end
  end
  always_ff @( posedge clk ) begin
    if( stb ) begin
      led  <= led + 1;
    end
  end
endmodule
```
==> ci_impl_report.md <==
## Implementation flow summary

| Metric | Value |
|---|---|
| Leak | about 0.55 nW |
| Yosys chip area | 1500 um^2 |
| DIE AREA | between 10000 and 15000 um^2 |
| Tool Warnings | 25 |
| Placed insts | between 200 and 300 |
| Drt pass-1 iters | 4 |
| Post-CTS setup buffer count | 0 |
| CTS max path bufs | 2 |
| Number of port buffers | 5 |
| RSZ-0062 raised after global routing | false |
| Initial antenna violation count | 0 |
| Remaining antenna violation count | 0 |
| Final setup vio count | 0 |
| Core Area | ~8800 um^2 |
| Slew headroom | a little under three fifths |
| Total CTS buffers | 5 |
| Synth Instances | 162 |
| HP Class | reg2reg |
| Crit path max fanout | 24 |
| Seq share, synth | a little under half |
| Detailed Route WL | ~2900 um |
| Row count | 34 |
| Worst Clk Skew | 0.00559 ns |
| Worst-case register-to-register setup slack | 3.41 ns |
| Synth async-reset ratio | 0% |
| CTS root buffer | clkbuf_8 |
| Final Instance Count excl. Fillers | approximately 280 |
| CTS-repair resized insts | 0 |
| Pins Over Slew Limit | 0 |
| Vias | around 1200 |
| CTS tree | built |
| Remaining DRCs | 0 |
| Yosys Warn Count | 1 |
| Status | finished, final reports clean |
| Fraction of layout cells with a size suffix above 1 | 7.69% |
| Crit path DRT | just under 6 ns |
| WHS Path Cells | 1 |
| Area grow syn2layout | 17.8% |
| Minimum clock period | 2.29 ns |
| Power per cell area | approximately 260 nW/um^2 |
| Global-route wire length before repair | approximately 4900 um |
| Worst R2R Start | cnt[0]$_SDFF_PP0_ |
| Clk sink count | 32 |
| Remaining global-route overflow | 0 |
| # Max-Cap Violations | 0 |
| Total negative slack | 0 ns |
| I/O Pins | 6 |
| Placer Congestion | about 0.82 |
| Die Span Y | around 120 um |
| Floorplan utilization | around 17% |
| Clk latency of the worst-skew pair | around 0.28 ns |
| Final Hold Vio Count | 0 |
| Wirelength per Cell | 10.5 um |
| Total GRT Usage | 4.39% |
| Critical Path Start Type | flip-flop |
| Number of enable flip-flop cells | 5 |
| Dominant flop cell | dfxtp_1 |
| Yosys cell types | 33 |
| Drt via density | about 4.4 |
| Worst-Margin Slew | roughly 0.64 ns |
| ANT cells | 0 |
| Largest net degree at the start of global routing | 25 |
| Worst vdd ir | just over 0.00009 V |
| Final HPWL from detailed placement | 2030 um |
| Tcrit/Tclk final | between 40% and 50% |
| Crit path DAT | approximately 2.4 ns |
| Worst r2r dst | cnt[12]$_SDFF_PP0_ |
| Hold_buf cts | 0 |
| Fmax | around 0.44 GHz |
| CP endpoint kind | flip-flop |
| Cell area after synthesis | 1500 um^2 |
| H-tree depth reported by CTS | 2 |
| Hold Crit Endpoint | cnt[0]$_SDFF_PP0_ |
| Worst-path clk slew | approximately 0.070 ns |
| Yosys Instances | ~160 |
| Die width | approximately 120 um |
| Vias in the first global route | ~1100 |
| Crit path kind | reg2reg |
| Syn avg cell area | a little over 9 um^2 |
| Yosys reg bits | 32 |
| Reg2Reg Depth | 5 |
| Hold path start | cnt[0]$_SDFF_PP0_ |
| Initial DRC count | a little over 60 |
registers in the layout, indices dropped and copies added, names as in the netlist:
register,flops
cnt,27
stb,1
led,4
worst max-delay path: stages (launching register included):
cell,delay [ns]
dfxtp_1,0.35
ha_1,0.23
nand4_1,0.16
or4_1,0.70
o21ai_4,0.59
nor2_1,0.12
routing by layer:
| metal | track usage, % | part of all wire, % |
|---|---|---|
| met1 | 6.17 | 48 |
| met2 | 6.42 | 42 |
| met3 | 1.53 | 7.5 |
| met4 | 0.908 | 2.5 |
| met5 | 0 | 0 |
stage by stage:
step | setup slack, ns | cell area, um^2 | util (%) | hold slack (ns) | power, mW
after global placement | 3.42 | 1650 | 18.8 | 0.422 | 0.250
final | 3.41 | 1770 | 20.2 | 0.444 | 0.462
after floorplan | 3.78 | 1500 | - | 0.411 | 0.247
after global routing | 3.24 | 1770 | 20.2 | 0.471 | 0.478
after CTS | 3.39 | 1770 | 20.2 | 0.447 | 0.468
after detailed placement | 3.40 | 1650 | 18.8 | 0.437 | 0.250
placed cells by master, fill, tap and decap left out, types with 2 or more instances in the layout:
cell             count
or4_1                8
a21oi_1             10
nand4_1             12
ha_1                 2
o21ai_0              4
nand2_1             11
mux2i_1              2
and2_1               2
nand3_1              8
and4_1               2
dfxtp_1             27
and3_1               4
nor2_1              17
inv_1                4
clkdlybuf4s50_1      5
xor2_1              10
or3_1                4
edfxtp_1             5
nand2b_1             2
xnor2_1              4
clkbuf_8             7
o31ai_1              7
nor4_1               2
synthesized netlist by cell type, types with 5 or more instances:
cell,number,area [um^2]
or4_1,8,60.1
dfxtp_1,27,541
nand4_1,12,75.1
o31ai_1,7,52.6
a21oi_1,10,50.1
nor2_1,17,63.8
nand2_1,11,41.3
edfxtp_1,5,150
xor2_1,10,87.6
nand3_1,8,40.0
worst max path at each step:
stage	start	endpoint	slack (ns)	cells past startpoint
final	cnt[0]$_SDFF_PP0_	cnt[12]$_SDFF_PP0_	3.41	5
after global routing	cnt[0]$_SDFF_PP0_	cnt[4]$_SDFF_PP0_	3.24	5
after CTS	led[0]$_DFFE_PP_	led[0]	3.39	1
power breakdown:
group | total (mW) | internal [mW] | switching (mW) | leakage [nW]
combinational | 0.0110 | 0.00463 | 0.00641 | 0.225
clock | 0.218 | 0.136 | 0.0811 | 0.0627
sequential | 0.234 | 0.232 | 0.00204 | 0.266
cell type report:
class,count,area [um^2]
Sequential cell,32,691
Timing Repair Buffer,5,50.0
Clock buffer,8,121
Tap cell,108,135
Fill cell,952,6990
Inverter,4,15.0
Multi-Input combinational cell,120,759
kinds of logic after synthesis:
kind of cell	after synthesis	synth area share, %
adder cells (fa/ha/maj)	2	1.66
AND/OR/NAND/NOR	76	27.7
XOR/XNOR	14	8.15
AND-OR/OR-AND	26	11.6
multiplexers	2	1.33
buffers and inverters	10	3.58
flip-flops	32	45.9
No activity file was given, so power comes from the tool's default toggle rates.
